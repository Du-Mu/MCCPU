File: design.v
`timescale 1ns / 1ps
module 		Multi_CH32(
              input clk,               
              input rst,               
              input EN,                
              input[5:0]  ctrl,        
              input[31:0] Data0,       
              input[31:0] data1,       
              input[31:0] data2,       
              input[31:0] data3,       
              input[31:0] data4,       
              input[31:0] data5,       
              input[31:0] data6,       
              input[31:0] data7,       
              input[31:0] reg_data,    
              output reg [31:0] seg7_data  
              );
  reg[31:0] disp_data = 32'hAA5555AA;  
  always @( * )
      casex(ctrl)  
         6'b000000: seg7_data = disp_data;
         6'b000001: seg7_data = data1;
         6'b000010: seg7_data = data2;
         6'b000011: seg7_data = data3;
         6'b000100: seg7_data = data4;
         6'b000101: seg7_data = data5;
         6'b000110: seg7_data = data6;
         6'b000111: seg7_data = data7;
         6'b001xxx: seg7_data = 32'hFFFFFFFF;
         6'b01xxxx: seg7_data = 32'hFFFFFFFF;
         6'b1xxxxx: seg7_data = reg_data;
      endcase
  always@(posedge rst, posedge clk )begin
    if (rst) 
      disp_data <= 32'hAA5555AA;
    else begin
      if(EN) 
        disp_data <= Data0;      
      else
        disp_data <= disp_data; 
    end
  end
endmodule
File: constraint.sdc
current_design Multi_CH32

set clk_period 12.7
set clk_io_pct 0.2

create_clock -name clk0 -period $clk_period [get_ports {clk}]

set non_clock_inputs [all_inputs -no_clocks]
set_input_delay [expr $clk_period * $clk_io_pct] -clock clk0 $non_clock_inputs
set_output_delay [expr $clk_period * $clk_io_pct] -clock clk0 [all_outputs]
File: run.sh
#!/bin/bash
# OpenROAD 26Q1-2900-gdf79404cd8, Yosys 0.63+post, stock flow scripts
make -C /OpenROAD-flow-scripts/flow DESIGN_CONFIG=/design/flow/config.mk WORK_HOME=/design/flow/orfs finish
File: config.mk
export PLATFORM = sky130hd
export DESIGN_NAME = Multi_CH32
export DESIGN_NICKNAME = Multi_CH32
export VERILOG_FILES = /design/flow/design.v
export SDC_FILE = /design/flow/constraint.sdc
export NUM_CORES = 4
export LEC_CHECK = 1
export CORE_AREA = 10 10 165 165
export DIE_AREA = 0 0 175 175
==> qor_table.md <==
| Result | Reported | Unit |
|---|---|---|
| Post-cts gate resize count | 0 | - |
| Status | complete, no violations | - |
| Total of buffers placed on input and output ports | 328 | - |
| Required arrival time at the worst endpoint | 10.16 | ns |
| Number of warning messages in the yosys log | 1 | - |
| Seq cells post-synth | 32 | - |
| Post-route fraction of the period consumed by the critical path | 0.6562 | - |
| Kind of critical path | input pin to primary output | - |
| Drc violations | 0 | - |
| Largest net degree at the start of global routing | 39 | - |
| Max transition margin | 0.4348 | - |
| Router iterations before antenna repair | 4 | - |
| Most repeated library cell on the critical path | sky130_fd_sc_hd__clkdlybuf4s50_1 | - |
| Global-route usage over all layers | 0.1427 | - |
| Skew final | 0 | ns |
| Number of global-route vias before repair | 5186 | - |
| Instance count of the mapped netlist | 412 | - |
| Critical Path, Cell by Cell | clkdlybuf4s50_1 -> or3_2 -> buf_4 -> or3b_4 -> o22ai_1 -> o22a_1 -> clkdlybuf4s50_1 | - |
| Most frequent cells in the layout | sky130_fd_sc_hd__clkdlybuf4s50_1, sky130_fd_sc_hd__mux2i_1, sky130_fd_sc_hd__mux2_2 | - |
| Count of max-cap constraint violations | 0 | - |
| Number of flip-flops in the largest register | 32 | - |
| Share of cells above drive strength 1 | 0.1252 | - |
| Most common library cell in the layout ignoring fill and taps | sky130_fd_sc_hd__clkdlybuf4s50_1 | - |
| Buf/Inv on CP | 3 | - |
| Initial standard-cell utilization of the core | 0.1547 | - |
| Cell area after synthesis | 0.003641 | sq mm |
| Clock Path Buffers | 2 | - |
| Min cycle time layout | 8.334 | ns |
| Std-Cell Rows | 56 | - |
| Cells after DPL | 1022 | - |
| End point of the worst hold path | disp_data[4] | - |
| Highest clock rate | 120.0 | MHz |
| Hold-fix buffers, CTS | 0 | - |
| Top cell family by delay on the critical path | simple AND/OR/NAND/NOR gates | - |
| Power per standard cell area | 60.06 | mW/mm^2 |
| Clock edge transition at the registers on the reported setup and hold paths | 0.05 | ns |
| Congestion Overflow GR | 0 | - |
| Clock latency at the later pin of the worst-skew pair | 0.29 | ns |
| Hold path startpoint | disp_data[4] | - |
| Max Fanout on Critical Path | 35 | - |
| Final Non-Filler Cells | 1030 | - |
| Number of sinks driven by the clock tree | 32 | - |
| Clock tree from TritonCTS | built | - |
| Largest registers ranked by flip-flop count | disp_data (32) | - |
| # Cells Yosys | 412 | - |
| Hold Vio Cnt, Final | 0 | - |
| Slowest-stage cell, CP | sky130_fd_sc_hd__or3_2 | - |
| H-tree Lvls | 2 | - |
| Top reg by flops | disp_data | - |
| Mean Syn Cell Area | 8.837 | sq um |
| Data arrival time of the worst path | 5.79 | ns |
| Chip Area | 0.03063 | sq mm |
| Worst hold margin | 0.5092 | ns |
| Wire length of the first global-routing pass | 33120 | microns |
| Worst flop-to-flop path startpoint | disp_data[30] | - |
| Nature of the critical path endpoint | primary output | - |
| Worst hold path class | register to register | - |
| LEAKAGE | 2.751 | nW |
| ANT cells | 0 | - |
| Post-synthesis chip area from yosys | 0.003641 | sq mm |
| Vias post-DR | 4620 | - |
| Setup tns final | 0 | ns |
| Critical path launch point | ctrl[5] | - |
| Width of the die | 175 | microns |
| Area overhead of the layout relative to synthesis | 100.9 | % |
| Via density per instance | 4.485 | - |
| Routed length per instance | 22.18 | microns |
| Floorplan Core Area | 0.02354 | sq mm |
| Element type at the critical path start | input pin | - |
| Worst Hold Path Cells | 1 | - |
| Antenna Nets Post-Route | 0 | - |
| I/O pin count | 329 | - |
| Chip Height | 175 | microns |
| Count of different cell masters after synthesis | 30 | - |
| Final Max-Slew Violation Tally | 0 | - |
| Worst reg2reg path endpoint | disp_data[30] | - |
| Maximum VDD drop | 0.00003471 | V |
| Worst Reg-to-Reg Cells | 1 | - |
| Last weighted congestion value of the routability-driven placer | 0.8563 | - |
| Final Routed Wirelength | 22840 | microns |
| RSZ-0062 raised after global routing | no | - |
| Sum of net half-perimeters after detailed placement | 17690 | microns |
| Final setup violating endpoints | 0 | - |
| Antenna violations before repair | 2 | - |
| Drt first-iter violations | 188 | - |
| Clock tree root driver cell | sky130_fd_sc_hd__clkbuf_16 | - |
| Number of buffers added for setup after CTS | 0 | - |
| Number of logged tool warnings | 25 | - |
| Core utilization of the finished layout | 0.3107 | - |
| Critical path's largest stage delay | 0.81 | ns |
| Register-to-register path setup slack | 11.91 | ns |
| Transition at the pin with the smallest max-transition slack | 0.8478 | ns |
| Synth Seq Share | 0.2254 | - |
| Clock buffers created by TritonCTS | 5 | - |
-- metal layers --
| metal | vias up | part of all wire | track usage |
|---|---|---|---|
| met5 | - | 0.0010 | 0 |
| met2 | 241 | 0.48 | 0.2426 |
| met4 | 4 | 0.026 | 0.03391 |
| li1 | 2183 | - | - |
| met1 | 2163 | 0.40 | 0.1706 |
| met3 | 29 | 0.089 | 0.04686 |
-- worst max-delay path by stage --
| stage | endpoint | slack, ns | cells past startpoint |
|---|---|---|---|
| 5_1_grt | seg7_data[19] | 4.23 | 7 |
| 4_1_cts | seg7_data[19] | 4.36 | 7 |
| 6_report | seg7_data[19] | 4.37 | 7 |
-- logic make-up (layout without fill, tap and decap cells) --
group                  Yosys count  in the layout  synth area share
AOI/OAI and AO/OA              128            128            0.2790
and+or+nand+nor                107            107            0.1567
muxes                           96             96            0.2759
buffers and inverters           49            348           0.06288
DFF                             32             32            0.2254
-- Yosys cell counts, drive strengths merged --
library cell,instances,area share
nor2,32,0.033
or3b,1,0.0031
nand2b,32,0.055
a221o,29,0.080
buf,21,0.034
nand2,4,0.0041
dfrtp,16,0.11
inv,2,0.0021
dfstp,16,0.12
nor3,33,0.047
clkbuf,26,0.027
or3,1,0.0017
o21ai,3,0.0041
mux2i,61,0.17
nor4b,1,0.0065
mux2,35,0.11
o22ai,29,0.067
nor3b,1,0.0021
a31oi,3,0.0052
a21o,3,0.0062
a21oi,29,0.040
and3b,1,0.0024
or4,1,0.0021
o22a,29,0.070
a221oi,3,0.0072
-- stage by stage --
stage          power [mW]  cell area (sq um)  setup slack [ns]
3_3_place_gp       0.3159               7169             4.406
2_1_floorplan      0.1849               3641             6.215
6_report           0.4394               7316             4.366
3_5_place_dp       0.3167               7169             4.371
5_1_grt            0.4661               7316             4.229
4_1_cts            0.4508               7316             4.364
-- area by class of cell --
type,instances,area (sq um)
clock buffers,8,146.4
fillers,2521,16230
inverters,2,7.507
multi-input cells,331,2604
flip-flops and latches,32,820.8
well taps,319,399.1
repair buffers,338,3338
-- power by group --
part	switching, mW	internal, mW
logic	0.0612	0.130
clock network	0.0479	0.0783
registers	0.00606	0.116
total	0.115	0.324
Power figures rest on the tool's default switching activity, not on a simulated workload.
