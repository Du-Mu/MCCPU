[design/flow/run.sh]
#!/bin/bash
# OpenROAD 26Q1-2900-gdf79404cd8, Yosys 0.63+post, stock flow scripts
make -C /OpenROAD-flow-scripts/flow DESIGN_CONFIG=/design/flow/config.mk WORK_HOME=/design/flow/orfs finish
[design/flow/constraint.sdc]
current_design seg7x16

set clk_period 2.6
set clk_io_pct 0.2

create_clock -name clk0 -period $clk_period [get_ports {clk}]

set non_clock_inputs [all_inputs -no_clocks]
set_input_delay [expr $clk_period * $clk_io_pct] -clock clk0 $non_clock_inputs
set_output_delay [expr $clk_period * $clk_io_pct] -clock clk0 [all_outputs]
[design/flow/design.v]
`timescale 1ns / 1ps
module seg7x16(
  input clk,
  input rst,
  input cs,
  input [31:0] i_data,
  output [7:0] o_seg,
  output [7:0] o_sel
    );
   reg [14:0] cnt;
   always @ (posedge clk, posedge rst)
      if (rst)
        cnt <= 0;
      else
        cnt <= cnt + 1'b1;
    wire seg7_clk = cnt[14]; 
  reg [2:0] seg7_addr;
  always @ (posedge seg7_clk, posedge rst)
    if(rst)
      seg7_addr <= 0;
    else
      seg7_addr <= seg7_addr + 1'b1;
  reg [7:0] o_sel_r;
  always @ (*)
    case(seg7_addr)
      7 : o_sel_r = 8'b01111111;
      6 : o_sel_r = 8'b10111111;
      5 : o_sel_r = 8'b11011111;
      4 : o_sel_r = 8'b11101111;
      3 : o_sel_r = 8'b11110111;
      2 : o_sel_r = 8'b11111011;
      1 : o_sel_r = 8'b11111101;
      0 : o_sel_r = 8'b11111110;
    endcase
  reg [31:0] i_data_store;
  always @ (posedge clk, posedge rst)
    if(rst)
      i_data_store <= 0;
    else if(cs)
      i_data_store <= i_data;
  reg [7:0] seg_data_r;
  always @ (*)
    case(seg7_addr)
      0 : seg_data_r = i_data_store[3:0];
      1 : seg_data_r = i_data_store[7:4];
      2 : seg_data_r = i_data_store[11:8];
      3 : seg_data_r = i_data_store[15:12];
      4 : seg_data_r = i_data_store[19:16];
      5 : seg_data_r = i_data_store[23:20];
      6 : seg_data_r = i_data_store[27:24];
      7 : seg_data_r = i_data_store[31:28];
    endcase
  reg [7:0] o_seg_r;
  always @ (posedge clk, posedge rst)
    if(rst)
      o_seg_r <= 8'hff;
    else
      case(seg_data_r)
          4'h0 : o_seg_r <= 8'hC0;
          4'h1 : o_seg_r <= 8'hF9;
          4'h2 : o_seg_r <= 8'hA4;
          4'h3 : o_seg_r <= 8'hB0;
          4'h4 : o_seg_r <= 8'h99;
          4'h5 : o_seg_r <= 8'h92;
          4'h6 : o_seg_r <= 8'h82;
          4'h7 : o_seg_r <= 8'hF8;
          4'h8 : o_seg_r <= 8'h80;
          4'h9 : o_seg_r <= 8'h90;
          4'hA : o_seg_r <= 8'h88;
          4'hB : o_seg_r <= 8'h83;
          4'hC : o_seg_r <= 8'hC6;
          4'hD : o_seg_r <= 8'hA1;
          4'hE : o_seg_r <= 8'h86;
          4'hF : o_seg_r <= 8'h8E;
      endcase
  assign o_sel = o_sel_r;
  assign o_seg = o_seg_r;
endmodule
[design/flow/config.mk]
export PLATFORM = sky130hd
export DESIGN_NAME = seg7x16
export DESIGN_NICKNAME = seg7x16
export VERILOG_FILES = /design/flow/design.v
export SDC_FILE = /design/flow/constraint.sdc
export NUM_CORES = 4
export LEC_CHECK = 1
export CORE_UTILIZATION = 40
==> GITHUB_STEP_SUMMARY <==
### Flow metrics

| Metric | Value |
|---|---|
| 1st-iter DRT viols | `a little under 90` |
| TritonCTS clock tree | `built` |
| RSZ-0062 raised after global routing | `no` |
| Hold Crit Class | `reg -> reg` |
| Final Skew | `0.00516 ns` |
| Synth Cell Area | `approximately 2700 um2` |
| WHS | `0.465 ns` |
| Cell Area, Placed | `about 3300 um2` |
| Cell internal pwr | `1.27 mW` |
| Vias in the first global route | `1846` |
| Chip area | `7060 um2` |
| Arrival @ worst endpoint | `2.27 ns` |
| Max_cap viols | `0` |
| Inserted Clock Buffers | `5` |
| Power, Total | `~1.6 mW` |
| Least-Margin Pin Slew | `between 0.5 and 0.6 ns` |
| Instance count of the mapped netlist | `215` |
| # diodes | `0` |
| Sequential power share | `57.9%` |
| Crit Path Max Fanout | `8` |
| Pins over their slew limit | `0` |
| Number of synthesized register bits | `57` |
| Slowest stage cell, crit path | `or4b_1` |
| Post-CTS Setup Inserts | `0` |
| Via Count | `roughly 1.8k` |
| Switching share of total power | `22.5%` |
| Largest net degree at the start of global routing | `34` |
| Final WS setup | `0.556 ns` |
| Die Y | `84.0 um` |
| Endpoints left unconstrained | `11` |
| First-pass iteration count of the detailed router | `roughly 46` |
| First-pass GRT wire length | `about 8900 um` |
| Clk latency of the worst-skew pair | `0.30 ns` |
| Register pins left without a clock | `3` |
| Synth warn | `1` |
| Syn Area/Cell | `about 13 um2` |
| Register share after synthesis | `53.3%` |
| Total track usage | `16.5%` |
| Final core occ | `51.9%` |
| Fillers | `586` |
| Antenna viol nets, final | `0` |
| Asr flop ratio synth | `100%` |
| Max Freq | `489 MHz` |
| Final hold vios | `0` |
| Outcome | `finished, violations left` |
| Commonest flop | `dfrtp_1` |
| Routed wire length | `5080 um` |
| Failing checks | `design-rule violations` |
| Final Cell Area | `approximately 3300 um2` |
| Distinct lib cells used | `47` |
| Hpwl dp | `3710 um` |
| Drt drc | `11` |
| GP Congestion | `0.763` |
| DIE WIDTH | `84.0 um` |
| Count of library flops with an enable pin | `0` |
| Power share of the combinational group | `15.3%` |
| Floorplan utilization | `41.9%` |
| Type of origin of the critical path | `register` |
| Final setup violation count | `0` |
| CP top delay family | `AND-OR/OR-AND gates` |
| Placeable Area | `6420 um2` |
| Post-CTS Hold Fix Bufs | `0` |
| Worst rel slew slack | `about two thirds` |
| Yosys Instances | `approximately 220` |
| Peak supply drop | `0.261 mV` |
| Gr ovfl total | `0` |
| Non-Filler Instances | `341` |
| Power Density | `492 nW/um2` |
| Clock Power Share | `26.8%` |
| Synth-to-Final Area Change | `23.8%` |
| Max incr delay on CP | `0.57 ns` |
| Psw | `368 uW` |
| DR WL/cell | `14.9 um` |
| Share of cells above drive strength 1 | `22.3%` |
| Yosys stat area | `between 2000 and 3000 um2` |
| Port buffer count | `49` |
| Kind of end point of the critical path | `register` |
| Dpl cells | `~330` |
| Bufs and invs on worst path | `0` |
| H-tree levels | `2` |
| Crit share post-route | `78.6%` |
| Placement Rows | `29` |
| Crit path required time | `~2.8 ns` |
| Fin Setup TNS | `0 ns` |
| Via density per instance | `5.21` |
| Reg clk slew, reported paths | `0.09 ns` |
| Minimum clock period | `2.04 ns` |
| Setup CP Type | `reg -> reg` |
| Io pins | `between 50 and 60` |
| Worst-case clock buffer depth | `2` |
| Leak Pwr | `1.37 nW` |
| Post-place setup slack | `between 0.5 and 0.6 ns` |
| CP cell instances | `mux2_2 -> a221oi_1 -> a31oi_2 -> or4b_1 -> o211ai_1` |
| Clock root cell | `clkbuf_8` |
| Initial antenna violation count | `0` |
| Post-cts sizing count | `0` |
| Tool warning count | `29` |
[power by group through the flow]
| stage | logic (mW) | registers (mW) | clock network, mW |
|---|---|---|---|
| global route | 0.278 | 0.959 | 0.489 |
| CTS | 0.255 | 0.949 | 0.462 |
| finish | 0.251 | 0.948 | 0.438 |
[synthesized netlist by cell type, types with 3 or more instances]
cell type | n | area, um2
dfrtp_1 | 50 | 1250
or4b_1 | 3 | 30.0
nand3_1 | 9 | 45.0
a22o_1 | 5 | 43.8
xor2_1 | 4 | 35.0
dfstp_2 | 7 | 184
nand4_1 | 4 | 25.0
inv_1 | 11 | 41.3
nor3_1 | 4 | 20.0
mux2_2 | 33 | 372
clkbuf_1 | 5 | 18.8
ha_1 | 7 | 87.6
buf_2 | 4 | 20.0
o21ai_0 | 3 | 15.0
nand2_1 | 13 | 48.8
xnor2_1 | 11 | 96.3
nor2_1 | 4 | 15.0
[worst paths after layout]
path / depth (start not counted) / startpoint / end / slack [ns]
setup / recovery: 5 / i_data_store[21]$_DFFE_PP0P_ / o_seg_r[0]$_DFFE_PP1P_ / 0.56
hold / removal: 1 / cnt[6]$_DFF_PP0_ / cnt[6]$_DFF_PP0_ / 0.46
setup reg to reg: 5 / i_data_store[21]$_DFFE_PP0P_ / o_seg_r[0]$_DFFE_PP1P_ / 0.56
hold reg to reg: 1 / cnt[6]$_DFF_PP0_ / cnt[6]$_DFF_PP0_ / 0.46
max in group asynchronous: 3 / rst / i_data_store[5]$_DFFE_PP0P_ / 1.46
min in group asynchronous: 2 / rst / cnt[9]$_DFF_PP0_ / 0.57
[worst register-to-register path, cell delays in order (launching register included)]
cell and delay, ns:
dfrtp_1 0.38, mux2_2 0.26, a221oi_1 0.41, a31oi_2 0.26, or4b_1 0.57, o211ai_1 0.10
[routing by layer]
layer | vias up | GRT usage, % | part of all wire [%]
li1 | 863 | - | -
met1 | 856 | 26.6 | 47
met2 | 47 | 25.4 | 47
met3 | 10 | 2.91 | 5.2
met4 | 0 | 1.72 | 1.4
met5 | - | 0 | 0
[state kept, by name, indices dropped and copies added, names as in the netlist]
| signal | flops |
|---|---|
| o_seg_r | 7 |
| seg7_addr | 3 |
| cnt | 15 |
| i_data_store | 32 |
[logic make-up (layout without fill, tap and decap cells)]
group                    Yosys count  in the layout  synth area share (%)
AND-OR/OR-AND                     29             29                  9.63
XOR/XNOR                          15             15                  4.88
adder cells (fa/ha/maj)            8              8                  3.63
buffers and inverters             23             72                  4.09
flip-flops                        57             57                  53.3
multiplexers                      34             34                  14.2
other                              1              1                 0.139
AND/OR/NAND/NOR                   48             48                  10.1
[placed cells by master (no fill, tap or decap), types with 3 or more instances in the layout]
| cell | netlist | layout |
|---|---|---|
| clkdlybuf4s50_1 | 0 | 49 |
| nand2_1 | 13 | 13 |
| clkbuf_1 | 5 | 3 |
| nand4_1 | 4 | 4 |
| dfstp_2 | 7 | 7 |
| mux2_2 | 33 | 33 |
| nand3_1 | 9 | 9 |
| dfrtp_1 | 50 | 50 |
| xnor2_1 | 11 | 11 |
| ha_1 | 7 | 7 |
| nor2_1 | 4 | 4 |
| buf_4 | 1 | 3 |
| xor2_1 | 4 | 4 |
| a22o_1 | 5 | 5 |
| nor3_1 | 4 | 4 |
| clkbuf_8 | 0 | 5 |
| or4b_1 | 3 | 3 |
| inv_1 | 11 | 10 |
| o21ai_0 | 3 | 3 |
[layout make-up]
class	instances	area [um2]	share of cell area [%]
Multi-Input combinational cell	135	1140	34.4
Timing Repair Buffer	53	533	16.0
Tap cell	77	96.3	2.89
Clock buffer	8	80.1	2.40
Sequential cell	57	1440	43.1
Inverter	11	41.3	1.24
Power figures rest on the tool's default switching activity, not on a simulated workload.
