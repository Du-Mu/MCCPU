==> flow/design.v <==
`timescale 1ns / 1ps
module MIO_BUS(
    input mem_w,
    input [15:0]  sw_i,                
    input [31:0]  cpu_data_out,        
    input [31:0]  cpu_data_addr,       
    input [31:0]  ram_data_out,        
    output reg [31:0]  cpu_data_in,    
    output reg [31:0]  ram_data_in,    
    output reg [6:0]   ram_addr,       
    output reg [31:0]  cpuseg7_data,   
    output reg ram_we,                 
    output reg seg7_we                 
);
  always @* begin
    ram_addr = 7'h0;
    ram_data_in = 32'h0;
    cpuseg7_data = 32'h0;
    cpu_data_in = 32'h0;
    seg7_we = 0;
    ram_we = 0;
    case(cpu_data_addr[31:0])
      32'hffff0004:  
        cpu_data_in = {16'h0, sw_i};
      32'hffff000c: begin  
        cpuseg7_data = cpu_data_out;
        seg7_we = mem_w;
        end
      default: begin
        ram_addr = cpu_data_addr[8:2];
        ram_data_in = cpu_data_out;
        ram_we = mem_w;
        cpu_data_in = ram_data_out;
      end
    endcase
  end
endmodule
==> flow/run.sh <==
#!/bin/bash
# OpenROAD 26Q1-2900-gdf79404cd8, Yosys 0.63+post, stock flow scripts
make -C /OpenROAD-flow-scripts/flow DESIGN_CONFIG=/design/flow/config.mk WORK_HOME=/design/flow/orfs finish
==> flow/config.mk <==
export PLATFORM = sky130hd
export DESIGN_NAME = MIO_BUS
export DESIGN_NICKNAME = MIO_BUS
export VERILOG_FILES = /design/flow/design.v
export SDC_FILE = /design/flow/constraint.sdc
export NUM_CORES = 4
export LEC_CHECK = 1
export CORE_AREA = 10 10 104 104
export DIE_AREA = 0 0 114 114
==> flow/constraint.sdc <==
current_design MIO_BUS

set clk_period 9.8
set clk_io_pct 0.2

create_clock -name clk0 -period $clk_period

set non_clock_inputs [all_inputs -no_clocks]
set_input_delay [expr $clk_period * $clk_io_pct] -clock clk0 $non_clock_inputs
set_output_delay [expr $clk_period * $clk_io_pct] -clock clk0 [all_outputs]
==> ci_impl_report.md <==
## Synthesis and layout report

| Metric | Value |
|---|---|
| Yosys stat chip area | `1076 sq um` |
| Crit. End Element | `primary output` |
| First-pass GRT wire length | `11.79 mm` |
| Busiest grt layer | `met2` |
| Fp util | `12.40%` |
| Remaining DRCs | `0` |
| Initial antenna violation count | `0` |
| Critical path class | `input pin to primary output` |
| Dpl cell area | `3289 sq um` |
| Met2 usage | `20.58%` |
| Synth Area per Inst | `6.443 sq um` |
| Fin. Hold Viols | `0` |
| Worst setup SP type | `input pin` |
| Worst path cell trace | `clkdlybuf4s50_1 -> nor4b_1 -> nand4_1 -> or2_4 -> o21ai_0 -> clkdlybuf4s50_1` |
| WL/cell | `16.82 um` |
| Max Cap Violations | `0` |
| Top Ports | `218` |
| Synthesis-to-layout area growth | `205.7%` |
| Finish-stage setup viols | `0` |
| Clock Power Share | `0%` |
| Seq share, synth | `0%` |
| Final WL | `7.938 mm` |
| Slew @ Worst Pin | `0.6622 ns` |
| Core ar. | `8678 sq um` |
| Largest net degree at the start of global routing | `68` |
| Comb power frac | `100.0%` |
| Synthesis warning total | `1` |
| Pleak | `0.001272 uW` |
| Critical Path RT | `7.84 ns` |
| GRT Residual Overflow | `0` |
| Slowest stage delay, CP | `0.70 ns` |
| Tool Warnings | `32` |
| Post-route ant nets | `0` |
| # resized after CTS | `0` |
| Unrepaired setup endpoints after global routing | `false` |
| GR Util met3 | `5.423%` |
| CP max stage cell | `or2_4` |
| Fraction of layout cells with a size suffix above 1 | `15.38%` |
| DP HPWL | `6.831 mm` |
| Setup TNS | `0 ns` |
| Router iterations before antenna repair | `4` |
| Tot GR Track Use | `11.16%` |
| Post-Place Cells | `472` |
| FP Rows | `34` |
| Hold Crit Class | `input pin to primary output` |
| Routing usage on met1 | `11.59%` |
| Ant diodes | `0` |
| Seq pwr share | `0%` |
| Setup bufs post-CTS | `0` |
| Via count | `1885` |
| Power Dens Cells | `28.37 nW/um^2` |
| Status | `completed` |
| Number of global-route vias before repair | `2130` |
| Pins Over Slew Limit | `0` |
| GPL Wtd Cong | `0.7894` |
| Register Area | `0 sq um` |
| Hold Path Cell Cnt | `2` |
| Worst rel slew slack | `55.72%` |
| Initial DRC Count | `72` |
| Min cycle time layout | `6.771 ns` |
| I/O Buffers | `218` |
| Worst path most repeated cell | `clkdlybuf4s50_1` |
| Mapped Area | `1076 sq um` |
| Fin crit share | `69.09%` |
| CTS Hold Bufs | `0` |
| PnR Total Power | `93.32 uW` |
| Die area | `13000 sq um` |
| WP data arrival | `4.81 ns` |
| Clock buffers | `0` |
| Internal power | `74.94 uW` |
| P_sw | `18.38 uW` |
| CP max FO | `67` |
| Distinct lib cells used | `16` |
| Vias/cell | `3.994` |
| DIE WIDTH | `114 um` |
| Max IR drop VDD | `0.00001617 V` |
| Flop count | `0` |
| Fmax | `147.7 MHz` |
| Sw frac | `19.70%` |
| Post-route cell area | `3289 sq um` |
| Gate Count Post-Synth | `167` |
| Finished Layout Cells | `472` |
| Die Y | `114 um` |
| Ys cells | `167` |
## path summary, 6_finish.rpt
check / slack [ns] / to / start
min: 4.76 / ram_addr[2] / cpu_data_addr[4]
max: 3.03 / cpu_data_in[2] / cpu_data_addr[2]
## worst max-delay path, delay by kind of cell
kind	cells	cell delay (ns)
buffers and inverters	2	1.01
and+or+nand+nor	3	1.57
AOI/OAI and AO/OA	1	0.26
## through the flow
| stage | hold WS [ns] | util (%) | setup slack [ns] |
|---|---|---|---|
| 6_report | 4.765 | 37.90 | 3.029 |
| 5_1_grt | 4.815 | 37.90 | 2.786 |
| 4_1_cts | 4.775 | 37.90 | 2.995 |
| 3_5_place_dp | 4.777 | 37.90 | 2.990 |
| 3_3_place_gp | 4.780 | 37.90 | 3.066 |
| 2_1_floorplan | 3.961 | - | 4.521 |
## power groups by stage
stage     clock network [uW]  registers (uW)  logic, uW
4_1_cts                    0               0       95.2
5_1_grt                    0               0        102
6_report                   0               0       93.3
## cell type report
cell class | instances | area (sq um)
timing repair buffer | 220 | 2197
tap | 108 | 135.1
multi-input combinational | 144 | 957.2
fill | 907 | 5389
## placed cells by master, fill, tap and decap left out
| master | n |
|---|---|
| nand3_1 | 1 |
| nor4_1 | 2 |
| and3_2 | 33 |
| o21ai_0 | 28 |
| nor2_1 | 1 |
| nor4b_1 | 2 |
| and2_1 | 31 |
| or4_1 | 1 |
| clkdlybuf4s50_1 | 218 |
| o21ai_1 | 4 |
| or2_4 | 1 |
| nand2b_1 | 16 |
| nand4_1 | 4 |
| and2_4 | 20 |
| buf_4 | 2 |
## metal layers
layer | vias up | routed length (um)
li1 | 960 | -
met1 | 803 | 2747
met2 | 118 | 4165
met3 | 4 | 981
met4 | 0 | 42
met5 | - | 0
## cell usage after synthesis, drive strengths merged
library cell   n  area [sq um]
clkbuf        19         73.82
and3          33         247.7
nand4          4         25.02
or2            1         8.760
or4            1         7.510
nor2           1         3.750
nand2b        16         100.1
nor4b          2         17.52
buf            4         45.04
and2          51         369.1
nand3          1         5.000
o21ai         32         160.2
nor4           2         12.51
## logic make-up (layout without fill, tap and decap cells)
logic type / Yosys count / in the layout / share of synthesized area, %
simple gates: 112 / 112 / 74.07
compound gates: 32 / 32 / 14.88
buf+inv: 23 / 220 / 11.05
Power figures rest on the tool's default switching activity, not on a simulated workload.
